--- ./config.mk ---
export PLATFORM = sky130hd
export DESIGN_NAME = seperate_statemachine
export DESIGN_NICKNAME = seperate_statemachine
export VERILOG_FILES = /design/flow/design.v
export SDC_FILE = /design/flow/constraint.sdc
export NUM_CORES = 4
export LEC_CHECK = 1
export CORE_AREA = 10 10 70 70
export DIE_AREA = 0 0 80 80
--- ./constraint.sdc ---
current_design seperate_statemachine

set clk_period 1.1
set clk_io_pct 0.2

create_clock -name clk0 -period $clk_period [get_ports {int_clk}]

set non_clock_inputs [all_inputs -no_clocks]
set_input_delay [expr $clk_period * $clk_io_pct] -clock clk0 $non_clock_inputs
set_output_delay [expr $clk_period * $clk_io_pct] -clock clk0 [all_outputs]
--- ./design.v ---
`timescale 1ns / 1ps
module seperate_statemachine(
    input int_clk,
    input rst,
    input full_1,
    input empty_0,
    output reg rd_en_0,
    output reg wr_en_1
    );
 reg [1:0] current_state,next_state;
 reg wr_en_temp;
 parameter s0 = 2'b01;
 parameter s1 = 2'b10;
 always@(posedge int_clk or posedge rst)
  begin
   if(rst) 
    begin
     current_state<=s0;
    end
   else
    begin
     current_state<=next_state;
    end
  end    
 always@(current_state or empty_0 or full_1 or rst)
  begin
   if(rst)
    begin
     next_state=s0;
     rd_en_0=0;
     wr_en_temp=0;
    end
   else
    begin
     case(current_state)
      s0: 
       if(!empty_0)
        begin
         rd_en_0=1;
         wr_en_temp=0;
         next_state=s1;
        end
       else
        begin
         rd_en_0=0;
         wr_en_temp=0;
         next_state=s0;
        end
      s1: 
       if(!full_1)
        begin
         rd_en_0=0;
         wr_en_temp=1;
         next_state=s0;
        end
       else
        begin
         rd_en_0=0;
         wr_en_temp=0;
         next_state=s1;
        end 
      default: next_state=s0;
     endcase
    end
  end
 always@(posedge int_clk or posedge rst)
  begin
   if(rst)
    begin
     wr_en_1<=0;
    end
   else
    begin
     wr_en_1<=wr_en_temp;
    end
  end
endmodule
--- ./run.sh ---
#!/bin/bash
# OpenROAD 26Q1-2900-gdf79404cd8, Yosys 0.63+post, stock flow scripts
make -C /OpenROAD-flow-scripts/flow DESIGN_CONFIG=/design/flow/config.mk WORK_HOME=/design/flow/orfs finish
==> flow_summary.yaml <==
# flow metrics
run_status:
  outcome: "complete, no violations"
detailed_routing:
  vias: 139
  drtAntennaViolNets: 0
  drtIter0Drc: 1
  diodes: 0
  vias_per_cell: 1.99
  wl_per_cell_um: 6.00
  drc_errors: 0
  dr.pass1.iters: 2
  wl_um: 420
critical_path:
  worstPathMaxFanout: 1
  critPathBufInv: 1
  arrival_ns: 0.83
  crit_type: "register to output port"
  start_kind: "register"
  slowest_stage: "dfrtp_1"
  crit_chain: "dlygate4sd2_1"
  cp_top_family: "flip-flops"
  r2r-start: "current_state[1]$_DFF_PP0_"
  endpoint_kind: "output port"
  r2r_cells: 1
  path_depth: 1
  cp-startpoint: "wr_en_1$_DFF_PP0_"
  crit_required_ns: 0.88
  slowest_delay_ns: 0.34
cts:
  root_buffer: "clkbuf_4"
  h-tree-depth: 1
  cts_tree: "built"
  worst_skew_pair.late_latency_ns: 0.23
  cts_resized: 1
  cts_buffers: 3
  clk_path_buf_depth: 2
  ctsHoldBuffers: 0
  clk_pin_slew_ns: 0.03
  post_cts_buffers: 0
floorplanning:
  std_cell_rows: 21
  io_pins: 6
  fp.coreArea_mm2: 0.00342
  dieWidth_um: 80
  die_h_um: 80
  die_area_mm2: 0.00640
  initCoreUtil_pct: 4.58
power_and_ir_drop:
  power_frac_comb_pct: 9.2
  switching_share_pct: 21.5
  power.density_mw_per_mm2: 1190
  peakVddDrop_uv: 617
  p_sw_uw: 76.1
  power.internal_uw: 278
  seq_power_share_pct: 36.2
  leakage_nw: 0.123
  clockPowerShare_pct: 54.6
synth:
  syn_inst: 14
  synth_area_um2: 156
  synthDistinctLibCells: 10
  ys_area_um2: 156
  avgSynthCellArea_um2: 11.2
  ys_cells: 14
  yosysWarnings: 1
  ys.flops: 5
sta:
  min_period_ns: 1.05
  clock_skew_ns: 0.0000213
  finalMaxSlewViolations: 0
  finalSetupViolations: 0
  worst_slew_pin_slew_ns: 0.199
  setup_tns_ns: 0
  hold_viol: 0
  fmaxAchievable_mhz: 954
  unclocked_regs: 2
  layout_setup_ws_ns: 0.0516
  fin_crit_sh_pct: 95.3
  rsz0062_at_grt: "no"
  untimed_endpoints: 4
  relSlewSlack_pct: 86.6
grt:
  grt_remaining_overflow: 0
  grt_pass1_vias: 161
  grt_max_degree: 6
  antenna_found_initial: 0
  grt_pass1_wl_um: 669
  track_usage_pct: 1.42
place:
  globalplace.congestion: 0.678
  port_buffers: 5
  post-dp-hpwl_um: 331
  pre_cts_slack_ns: -0.0450
layout:
  drive_gt1_share_pct: 25.0
  area_growth_pct: 89.6
flow_run:
  warnings: 25
  maxCapViolations: 0
min_path:
  min_path_type: "primary input to async pin"
## through the flow
stage | hold slack, ns | cells | utilization (%) | area [µm²] | power [mW]
after global placement | 0.513 | 66 | 7.95 | 272 | 0.158
after CTS | 0.362 | 70 | 8.68 | 297 | 0.359
after detailed placement | 0.548 | 66 | 7.95 | 272 | 0.161
final | 0.368 | 70 | 8.68 | 297 | 0.354
after global routing | 0.379 | 70 | 8.68 | 297 | 0.380
after floorplan | -0.0221 | 14 | - | 156 | 0.140
## kinds of logic after synthesis
family	Yosys count	synth area share [%]
AOI/OAI and AO/OA	2	9.60
buffers and inverters	2	4.80
DFF	3	48.8
latches	2	19.2
and+or+nand+nor	5	17.6
## sequential cells by signal, indices dropped and copies added, names as in the netlist
name and cells:
current_state 2, wr_en_temp 1, wr_en_1 1, rd_en_0 1
## synthesized netlist by cell type
master | number | area [µm²]
nand2_1 | 1 | 3.75
nand2b_1 | 1 | 6.26
a221o_1 | 1 | 10.0
a21oi_1 | 1 | 5.00
dfstp_2 | 1 | 26.3
inv_1 | 2 | 7.51
nor3_1 | 2 | 10.0
and3_2 | 1 | 7.51
dlxtn_1 | 2 | 30.0
dfrtp_1 | 2 | 50.1
## cells in the final DEF (no fill, tap or decap)
master           synthesis  layout
clkdlybuf4s50_1          0       4
clkbuf_4                 0       3
inv_1                    2       2
nor3_1                   2       2
dfrtp_1                  2       2
dlxtn_1                  2       2
nand2b_1                 1       1
nand2_1                  1       1
a21oi_1                  1       1
a221o_1                  1       1
and3_2                   1       1
clkbuf_1                 0       1
dfstp_2                  1       1
dlygate4sd2_1            0       1
buf_4                    0       1
## cell type report
cell class	count	area (µm²)
Fill cell	410	3120
Sequential cell	5	106
Tap cell	46	57.6
Timing Repair Buffer	6	56.3
Multi-Input combinational cell	7	42.5
Clock buffer	4	26.3
Inverter	2	7.51
## power groups by stage
stage	sequential (mW)	clock [mW]	combinational (mW)
5_1_grt	0.129	0.215	0.0362
4_1_cts	0.128	0.198	0.0327
6_report	0.128	0.193	0.0325
## layer usage
| layer | track usage, % | part of all wire, % | wire (µm) | up-vias |
|---|---|---|---|---|
| li1 | - | - | - | 66 |
| met1 | 1.54 | 55 | 233 | 62 |
| met2 | 1.93 | 30 | 125 | 9 |
| met3 | 1.48 | 13 | 54 | 2 |
| met4 | 0.176 | 1.4 | 6 | 0 |
| met5 | 0 | 0 | 0 | - |
## worst paths after layout
| path | endpoint | slack [ns] |
|---|---|---|
| worst min-delay path | wr_en_1$_DFF_PP0_ | 0.37 |
| min in group clk0 | current_state[1]$_DFF_PP0_ | 0.55 |
| max in group asynchronous | current_state[0]$_DFF_PP1_ | 0.51 |
| worst min register to register | current_state[1]$_DFF_PP0_ | 0.55 |
| worst max register to register | current_state[0]$_DFF_PP1_ | 0.26 |
| worst max-delay path | wr_en_1 | 0.05 |
Power and IR drop assume default switching activity.
